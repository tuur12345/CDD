### flow/design.v
`timescale 1ns / 1ps
module uart_rx #(
    parameter   CLK_FREQ      = 125_000_000,
    parameter   BAUD_RATE     = 115_200,
    parameter   CLKS_PER_BIT  = CLK_FREQ / BAUD_RATE
    )
    (
    input wire        iClk, iRst,
    input wire        iRxSerial,
    output wire [7:0] oRxByte, 
    output wire       oRxDone
    );
    localparam sIDLE         = 3'b000;
    localparam sSTART        = 3'b001;
    localparam sDATA         = 3'b010;
    localparam sSTOP         = 3'b011;
    localparam sDONE         = 3'b100;
    reg [2:0] rFSM_Current, wFSM_Next; 
    reg [$clog2(CLKS_PER_BIT):0]   rCnt_Current, wCnt_Next;
    reg [2:0] rBit_Current, wBit_Next;
    reg [7:0] rRxData_Current, rRxData_Next;
    reg rRxDone;
    reg rRx1, rRx2;
    always @(posedge iClk)
    begin
        rRx1 <= iRxSerial;
        rRx2 <= rRx1;
    end
    always @(posedge iClk)
    begin
        if (iRst==1)
        begin
            rFSM_Current <= sIDLE;
            rCnt_Current <= 0;
            rBit_Current <= 0;
            rRxData_Current <= 0;
            rRxDone <= 0;
        end
        else
        begin
            rFSM_Current <= wFSM_Next;
            rCnt_Current <= wCnt_Next;
            rBit_Current <= wBit_Next;
             rRxDone     <= (wFSM_Next == sDONE);
            rRxData_Current <= rRxData_Next;
        end
    end
  always @(*)
        begin
            case (rFSM_Current)
            sIDLE :
            begin
                wCnt_Next = 0;
                wBit_Next = 0;
                rRxData_Next = rRxData_Current;
                if (!rRx2)  
                begin
                    wFSM_Next = sSTART;
                end
                else
                begin    
                    wFSM_Next = sIDLE;
                end
            end 
            sSTART :
                begin
                    if (rCnt_Current < (CLKS_PER_BIT - 1) )
                    begin
                        wFSM_Next = sSTART;
                        wCnt_Next = rCnt_Current + 1;
                    end
                    else
                    begin
                        wFSM_Next = sDATA;
                        wCnt_Next = 0;
                    end
                end 
            sDATA :
                    begin
                    if (rCnt_Current < CLKS_PER_BIT - 1)
                    begin
                        wCnt_Next = rCnt_Current + 1; 
                        wFSM_Next = sDATA;
                        if (rCnt_Current == (CLKS_PER_BIT - 1) / 4)  
                        begin
                            rRxData_Next = { rRx2, rRxData_Current[7:1] };
                        end
                    end
                    else
                        if (rCnt_Current == CLKS_PER_BIT - 1)  
                        begin
                            wCnt_Next = 0;  
                            if (rBit_Current < 7)
                            begin
                                wFSM_Next = sDATA;
                                wBit_Next = rBit_Current + 1;
                            end
                            else 
                            begin
                                wFSM_Next = sSTOP;
                                wBit_Next = 0;
                            end
                        end
                end  
            sSTOP :
            begin
                if (rCnt_Current < (CLKS_PER_BIT - 1) )
                begin
                    wFSM_Next = sSTOP;
                    wCnt_Next = rCnt_Current + 1;
                end
              else
                begin
                  wFSM_Next = sDONE;
                  wCnt_Next = 0;
                end
            end 
          sDONE :
            begin
              rRxData_Next = rRxData_Current;
              wBit_Next = 0;
              wCnt_Next = 0;
              wFSM_Next = sIDLE;
            end
          default :
            begin
              wFSM_Next = sIDLE;
              wCnt_Next = 0;
              wBit_Next = 0;
              rRxData_Next = 0;
            end 
        endcase
    end
  assign oRxByte = rRxData_Current;
  assign oRxDone = rRxDone;
endmodule
`timescale 1ns / 1ps
module uart_top #(
    parameter   NBYTES        = 12,
    parameter   CLK_FREQ      = 125_000_000,
    parameter   BAUD_RATE     = 115_200
  )  
  (
    input   wire   iClk, iRst,
    input   wire   iRx,
    output  wire   oTx
  );
  reg [NBYTES*8-1:0] rBuffer;
  localparam s_IDLE         = 3'b000;
  localparam s_WAIT_RX      = 3'b001;
  localparam s_TX           = 3'b010;
  localparam s_WAIT_TX      = 3'b011;
  localparam s_DONE         = 3'b100;
  reg [2:0]   rFSM;
  reg         rTxStart;
  reg [7:0]   rTxByte;
  wire        wTxBusy, wTxDone;
  uart_tx #(.CLK_FREQ(CLK_FREQ), .BAUD_RATE(BAUD_RATE)) UART_TX_INST (
    .iClk(iClk), .iRst(iRst),
    .iTxStart(rTxStart), .iTxByte(rTxByte),
    .oTxSerial(oTx), .oTxBusy(wTxBusy), .oTxDone(wTxDone)
  );
  wire [7:0] wRxByte;
  wire       wRxDone;
  uart_rx #(.CLK_FREQ(CLK_FREQ), .BAUD_RATE(BAUD_RATE)) UART_RX_INST (
    .iClk(iClk), .iRst(iRst),
    .iRxSerial(iRx), .oRxByte(wRxByte), .oRxDone(wRxDone)
  );
  reg [$clog2(NBYTES):0] rCnt;
  always @(posedge iClk) begin
    if (iRst == 1) begin
      rFSM <= s_IDLE;
      rTxStart <= 0;
      rCnt <= 0;
      rTxByte <= 0;
      rBuffer <= 0;
    end else begin
      case (rFSM)
        s_IDLE: begin
          rFSM <= s_WAIT_RX;
          rCnt <= 0;
        end
        s_WAIT_RX: begin
          if (wRxDone && rCnt < NBYTES) begin
            rBuffer <= {rBuffer[NBYTES*8-9:0], wRxByte};  
            rCnt <= rCnt + 1;
          end
          else if (rCnt == NBYTES) begin
            rFSM <= s_TX;
            rCnt <= 0;
          end
        end
        s_TX: begin
          rTxStart <= 0;
          if (rCnt < NBYTES && !wTxBusy) begin
            rFSM <= s_WAIT_TX;
            rTxStart <= 1;
            rTxByte <= rBuffer[NBYTES*8-1:NBYTES*8-8];
            rBuffer <= {rBuffer[NBYTES*8-9:0], 8'b0};
            rCnt <= rCnt + 1;
          end else if (rCnt == NBYTES) begin
            rFSM <= s_DONE;
            rTxStart <= 0;
            rCnt <= 0;
          end
        end
        s_WAIT_TX: begin
         rTxStart <= 0;  
          if (wTxDone) begin
            rFSM <= s_TX;
            rTxStart <= 0;
          end
        end
        s_DONE: begin
          rFSM <= s_IDLE;  
        end
        default: rFSM <= s_IDLE;
      endcase
    end
  end
endmodule
`timescale 1ns / 1ps
module uart_tx #(
    parameter   CLK_FREQ      = 125_000_000,
    parameter   BAUD_RATE     = 115_200,
    parameter   CLKS_PER_BIT  = CLK_FREQ / BAUD_RATE
  )
  (
   input wire       iClk, iRst,
   input wire       iTxStart,
   input wire [7:0] iTxByte, 
   output wire      oTxSerial,
   output wire      oTxBusy,
   output wire      oTxDone
   );
  localparam sIDLE         = 3'b000;
  localparam sTX_START     = 3'b001;
  localparam sTX_DATA      = 3'b010;
  localparam sTX_STOP      = 3'b011;
  localparam sDONE         = 3'b100;
  reg [2:0] rFSM_Current, wFSM_Next; 
  reg [$clog2(CLKS_PER_BIT):0]   rCnt_Current, wCnt_Next;
  reg [2:0] rBit_Current, wBit_Next;
  reg [7:0] rTxData_Current, wTxData_Next;
  always @(posedge iClk)
  begin
    if (iRst==1)
      begin
        rFSM_Current <= sIDLE;
        rCnt_Current <= 0;
        rBit_Current <= 0;
        rTxData_Current <= 0;
      end
    else
      begin
        rFSM_Current <= wFSM_Next;
        rCnt_Current <= wCnt_Next;
        rBit_Current <= wBit_Next;
        rTxData_Current <= wTxData_Next;
      end
  end
  always @(*)
    begin
      case (rFSM_Current)
        sIDLE :
          begin
            wCnt_Next = 0;
            wBit_Next = 0;
            if (iTxStart == 1)
              begin
                wFSM_Next = sTX_START;
                wTxData_Next = iTxByte;    
              end
            else
             begin    
                wFSM_Next = sIDLE;
                wTxData_Next = rTxData_Current;
             end
          end 
        sTX_START :
            begin
              wTxData_Next = rTxData_Current;
              wBit_Next = 0;
              if (rCnt_Current < (CLKS_PER_BIT - 1) )
                begin
                  wFSM_Next = sTX_START;
                  wCnt_Next = rCnt_Current + 1;
                end
              else
                begin
                  wFSM_Next = sTX_DATA;
                  wCnt_Next = 0;
                end
            end 
          sTX_DATA :
            begin
              if (rCnt_Current < (CLKS_PER_BIT - 1) )
                begin
                  wFSM_Next = sTX_DATA;
                  wCnt_Next = rCnt_Current + 1;
                  wTxData_Next = rTxData_Current;
                  wBit_Next = rBit_Current;
                end
              else
                begin
                  wCnt_Next = 0;
                  if (rBit_Current != 7)
                    begin
                      wFSM_Next = sTX_DATA;
                      wBit_Next = rBit_Current + 1;
                      wTxData_Next = { 1'b0, rTxData_Current[7:1] };  
                    end
                  else
                    begin
                      wFSM_Next = sTX_STOP;
                      wBit_Next = 0;
                      wTxData_Next = rTxData_Current;
                    end
                end
            end  
          sTX_STOP :
            begin
              wTxData_Next = rTxData_Current;
              wBit_Next = 0;
              if (rCnt_Current < (CLKS_PER_BIT - 1) )
                begin
                  wFSM_Next = sTX_STOP;
                  wCnt_Next = rCnt_Current + 1;
                end
              else
                begin
                  wFSM_Next = sDONE;
                  wCnt_Next = 0;
                end
            end 
          sDONE :
            begin
              wTxData_Next = rTxData_Current;
              wBit_Next = 0;
              wCnt_Next = 0;
              wFSM_Next = sIDLE;
            end
          default :
            begin
              wFSM_Next = sIDLE;
              wCnt_Next = 0;
              wBit_Next = 0;
              wTxData_Next = 0;
            end 
        endcase
    end
  reg rTxSerial;
  always @(*)
  begin
    if (rFSM_Current == sTX_START)
      rTxSerial = 0;
    else if (rFSM_Current == sTX_DATA)
      rTxSerial = rTxData_Current[0];
    else
      rTxSerial = 1;
  end
  assign oTxSerial = rTxSerial;
  assign oTxBusy = ( (rFSM_Current == sIDLE) || (rFSM_Current == sDONE) ) ? 0 : 1;
  assign oTxDone = (rFSM_Current == sDONE) ? 1 : 0;
endmodule
### flow/run.sh
#!/bin/bash
# OpenROAD 26Q1-2900-gdf79404cd8, Yosys 0.63+post, stock flow scripts
make -C /OpenROAD-flow-scripts/flow DESIGN_CONFIG=/design/flow/config.mk WORK_HOME=/design/flow/orfs finish
### flow/config.mk
export PLATFORM = sky130hd
export DESIGN_NAME = uart_top
export DESIGN_NICKNAME = uart_top
export VERILOG_FILES = /design/flow/design.v
export SDC_FILE = /design/flow/constraint.sdc
export NUM_CORES = 4
export LEC_CHECK = 1
export CORE_UTILIZATION = 30
### flow/constraint.sdc
current_design uart_top

set clk_period 9.5
set clk_io_pct 0.2

create_clock -name clk0 -period $clk_period [get_ports {iClk}]

set non_clock_inputs [all_inputs -no_clocks]
set_input_delay [expr $clk_period * $clk_io_pct] -clock clk0 $non_clock_inputs
set_output_delay [expr $clk_period * $clk_io_pct] -clock clk0 [all_outputs]
==> notes.md <==
The synthesis and PnR run went through. Count of mapped cells out of synthesis landed at 831. Total number of warnings across the stage logs landed at 27. The final timing report lists a max-slew violation count of 0.

Detailed placement finished with a half-perimeter wire length of 8042 um. Count of endpoints without a timing constraint landed at 25. The worst setup path is of the reg -> out kind.

Worst-case setup margin in the final layout landed at 6047 ps. Per the slew report, the remaining headroom to the max-slew limit stands at 43.18%. The chip occupies 25870 um^2. Entering global routing, the biggest net connects 93 pins. Width of the die landed at 160.8 um. Number of optimization iterations in the first detailed-route pass landed at 6. Post-cts resize count landed at 0. Number of synthesized register bits landed at 198. After synthesis, the chip area reported by Yosys is 7570 um^2. Post-route clock period utilization landed at 36.34%. In this run the core area contains 57 standard-cell rows. Count of pins on the block boundary landed at 4.

Detailed-route via count landed at 5599. Ranking logic cells in the layout by count gives the top entries sky130_fd_sc_hd__dfxtp_1 (172), sky130_fd_sc_hd__a21oi_1 (103), sky130_fd_sc_hd__nand3_1 (94). Per the detailed-route log, wirelength across all metal layers totals 14220 um.

Per the repair_timing log after CTS, setup buffers inserted total 0. Clock-pin slew was measured on the worst setup and hold paths at 70 ps. Total of endpoints with negative setup slack in the final report landed at 0. Top fanout value on the critical path landed at 12. The critical path endpoint has a required time of 7600 ps. Placer's final routability congestion estimate landed at 0.7991. Share of Yosys cell area claimed by the top area cell type landed at 45.49%. For the worst setup path, the data arrival time is 1550 ps. Worst clock skew on the final layout landed at 10.40 ps. Number of global-route vias before repair landed at 5219.

The post-CTS hold buffer count recorded in the log is 0. Hold analysis lists the worst path endpoint as UART_RX_INST.rRx2. STA lists the startpoint of the worst register-to-register path as rCnt[2].

The number of cells on the worst hold path is listed as 0. Power density over the cells landed at 171.0 nW/um^2. Number of enable-type register cells in the synthesized netlist landed at 0. Fraction of layout instances using a drive strength above 1 landed at 10.66%.

Logic depth along the worst register-to-register path is recorded as 5. The startpoint identified for the worst hold timing path is UART_RX_INST.rRx1. Pin slew with the least headroom to its limit landed at 852.3 ps.

The timer found 26 register pins that no clock reaches; their paths are not timed. The flow ran to the end, and the final reports show no timing, DRC or antenna violations. CTS added clock buffers totalling 17. Highest attainable clock frequency landed at 0.2896 GHz. Mean routed wirelength per cell landed at 12.57 um.

The report counts max-capacitance violations totalling 0. TritonCTS built the clock tree. Tally of yosys warning messages landed at 3. The endpoint identified for the worst register-to-register timing path is rBuffer[15]. The H-tree generated during clock tree synthesis spans 4 levels. The core region is 24530 um^2. Number of distinct standard cells referenced by the synthesized netlist landed at 63. Per the skew report, the later register of the worst-skew pair sees a clock latency of 420 ps. Yosys attributes the largest share of cell area to sky130_fd_sc_hd__dfxtp_1 (45%), sky130_fd_sc_hd__a21oi_1 (6.8%), sky130_fd_sc_hd__nand3_1 (6.2%), sky130_fd_sc_hd__o21ai_0 (5.6%), sky130_fd_sc_hd__dlxtn_1 (5.2%). Largest buffer count on any clock path landed at 2. In this run the VDD rail shows a maximum IR drop of 0.1136 mV. Post-route DRC violation count landed at 0. The clock period could shrink to 3453 ps.

Number of vias per cell after detailed routing landed at 4.950. STA classifies the critical path endpoint as an output pin. Setup repair after global routing left no endpoint under its margin. Count of nets left with antenna violations after detail routing landed at 0. Initial antenna violation count landed at 0. The power report puts the leakage power at 2.703 nW. Hold-check failures listed in the final report amount to 0. In the synthesized netlist the async set-or-reset flop fraction comes to 0%. Combined area of all synthesized cells landed at 7570 um^2.

For the final routed database, the setup TNS stands at 0 ps. Total grt overflow landed at 0. Across all register-to-register paths, the minimum setup slack is 7100 ps. Fill cells in the final layout number 2503.

The type recorded for the worst min-delay path is reg -> reg. STA classifies the critical path startpoint as a flip-flop. The synthesis report names the predominant flop master as sky130_fd_sc_hd__dfxtp_1. Leaving out fill and tap cells, the most frequent cell in the layout is sky130_fd_sc_hd__dfxtp_1. Utilization after layout landed at 33.95%. During placement, the flow inserted port buffers numbering 3. Yosys cell count landed at 831. Average size of a mapped cell landed at 9.109 um^2. Per the CTS log, the root buffer master is sky130_fd_sc_hd__clkbuf_16. For this run, the total global-route usage over all layers was measured as 11.40%. For this block, the initial DRC count from the detailed router was 531. Relative to the synthesized area, the layout overhead comes to 10.03%. 0 antenna diodes ended up in the layout. The first global-routing pass estimated 24760 um of wire. OpenSTA, run right after detailed placement, puts the worst setup slack at 6150 ps. The die is 160.8 um tall. The largest total area in the synthesized netlist belongs to sky130_fd_sc_hd__dfxtp_1.

The share of the core area taken by cells at floorplan is 30.85%. Worst hold-check slack landed at 356.1 ps.
worst max-delay path by stage:
stage | start | to | depth (start not counted)
final | UART_TX_INST.rFSM_Current[2] | oTx | 2
after global routing | UART_TX_INST.rFSM_Current[2] | oTx | 2
after CTS | UART_TX_INST.rFSM_Current[2] | oTx | 2
per-stage QoR:
step | instance area [um^2] | std cells | total power (W)
finish | 8329 | 1131 | 0.001425
global route | 8329 | 1131 | 0.001475
CTS | 8329 | 1131 | 0.001443
detailed placement | 7741 | 1099 | 0.0007606
global placement | 7741 | 1099 | 0.0007606
floorplan | 7574 | 832 | 0.0007555
cells in the mapped netlist, types with 3 or more instances:
library cell / count
sky130_fd_sc_hd__dlxtn_1: 26
sky130_fd_sc_hd__nor2_2: 8
sky130_fd_sc_hd__nor2_1: 40
sky130_fd_sc_hd__a22o_1: 15
sky130_fd_sc_hd__buf_2: 17
sky130_fd_sc_hd__nand3_1: 94
sky130_fd_sc_hd__xnor2_1: 6
sky130_fd_sc_hd__xor2_1: 11
sky130_fd_sc_hd__inv_1: 15
sky130_fd_sc_hd__a21oi_1: 103
sky130_fd_sc_hd__nand2b_1: 3
sky130_fd_sc_hd__buf_4: 4
sky130_fd_sc_hd__nor4_1: 3
sky130_fd_sc_hd__o211ai_1: 16
sky130_fd_sc_hd__ha_1: 8
sky130_fd_sc_hd__nor2b_1: 31
sky130_fd_sc_hd__o21ai_1: 14
sky130_fd_sc_hd__and3_1: 10
sky130_fd_sc_hd__dfxtp_1: 172
sky130_fd_sc_hd__o21ai_0: 85
sky130_fd_sc_hd__nor3_1: 5
sky130_fd_sc_hd__nand2_1: 10
sky130_fd_sc_hd__a21oi_2: 10
sky130_fd_sc_hd__and4_1: 4
sky130_fd_sc_hd__or2_2: 3
sky130_fd_sc_hd__nand3_2: 10
sky130_fd_sc_hd__buf_6: 5
sky130_fd_sc_hd__nand4_1: 9
sky130_fd_sc_hd__clkbuf_1: 32
sky130_fd_sc_hd__mux2i_1: 12
sky130_fd_sc_hd__buf_1: 8
kinds of logic (layout without fill, tap and decap cells):
logic type / after synthesis / in the layout / share of synthesized area [%]
adders and majority gates: 8 / 8 / 1.322
xor gates and xnor gates: 17 / 17 / 1.967
buffers and inverters: 83 / 58 / 5.256
muxes: 12 / 12 / 1.587
AOI/OAI and AO/OA: 270 / 270 / 21.31
DFF: 172 / 172 / 45.49
latches: 26 / 26 / 5.157
and+or+nand+nor: 242 / 242 / 17.87
other: 1 / 2 / 0.04954
worst max-delay path, cell delays in order (launching register included):
cell	delay, ps
sky130_fd_sc_hd__dfxtp_1	590
sky130_fd_sc_hd__a21oi_1	130
sky130_fd_sc_hd__clkdlybuf4s50_1	420
state kept, by name, indices dropped and copies added (netlist names), 5 cells and up:
| signal | flops |
|---|---|
| UART_RX_INST.rCnt_Current | 12 |
| UART_RX_INST.rRxData_Current | 8 |
| UART_RX_INST.rRxData_Next | 8 |
| UART_RX_INST.wCnt_Next | 12 |
| UART_TX_INST.rCnt_Current | 12 |
| UART_TX_INST.rFSM_Current | 5 |
| UART_TX_INST.rTxData_Current | 8 |
| rBuffer | 96 |
| rCnt | 5 |
| rFSM | 5 |
| rTxByte | 8 |
metal layers:
| metal | share of wire (%) | GRT usage (%) |
|---|---|---|
| met5 | 0 | 0 |
| met4 | 0.67 | 1.115 |
| met3 | 2.6 | 2.082 |
| met2 | 45 | 17.59 |
| met1 | 52 | 17.60 |
area by class of cell:
cell class | count | area [um^2] | share of cell area, %
Sequential cell | 198 | 3834 | 46.03
Multi-Input combinational cell | 551 | 3358 | 40.32
Clock buffer | 21 | 480.5 | 5.768
Tap cell | 324 | 405.4 | 4.867
Clock inverter | 11 | 107.6 | 1.292
Timing Repair Buffer | 11 | 87.58 | 1.052
Inverter | 15 | 56.30 | 0.6760
power breakdown:
part	internal (W)	leakage, nW	switching, W
Combinational	0.00000326	0.830	0.0000149
Sequential	0.000724	1.59	0.00000211
Clock	0.000392	0.286	0.000289
Power is estimated from default activity; no workload was simulated.
